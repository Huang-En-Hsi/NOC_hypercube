**flow/run.sh**
```bash
#!/bin/bash
# OpenROAD 26Q1-2900-gdf79404cd8, Yosys 0.63+post, stock flow scripts
make -C /OpenROAD-flow-scripts/flow DESIGN_CONFIG=/design/flow/config.mk WORK_HOME=/design/flow/orfs finish
```
**flow/config.mk**
```make
export PLATFORM = sky130hd
export DESIGN_NAME = smallPath
export DESIGN_NICKNAME = smallPath
export VERILOG_FILES = /design/flow/design.v
export SDC_FILE = /design/flow/constraint.sdc
export NUM_CORES = 4
export LEC_CHECK = 1
export CORE_UTILIZATION = 30
```
**flow/constraint.sdc**
```tcl
current_design smallPath

set clk_period 9.0
set clk_io_pct 0.2

create_clock -name clk0 -period $clk_period

set non_clock_inputs [all_inputs -no_clocks]
set_input_delay [expr $clk_period * $clk_io_pct] -clock clk0 $non_clock_inputs
set_output_delay [expr $clk_period * $clk_io_pct] -clock clk0 [all_outputs]
```
**flow/design.v**
```verilog
module smallPath(
    input  wire [1:0]  group,
    input  wire [2:0]  len_0_i,
    input  wire [1:0]  len_1_i,
    input  wire [1:0]  len_2_i,
    input  wire [7:0]  data_0_i,
    input  wire [5:0]  data_1_i,
    input  wire [3:0]  data_2_i,
    output reg [31:0]   data_o
);
    reg [31:0] data_0_o;
    reg [15:0] data_1_o;
    reg [7:0] data_2_o;
    function [1:0] tb;
        input integer index;
        begin
            case (index)
                0 : tb = 2'd0;  1 : tb = 2'd1;
                2 : tb = 2'd0;  3 : tb = 2'd2;
                4 : tb = 2'd0;  5 : tb = 2'd1;
                6 : tb = 2'd0;  7 : tb = 2'd3;
                8 : tb = 2'd0;  9 : tb = 2'd1;
               10 : tb = 2'd0; 11 : tb = 2'd2;
               12 : tb = 2'd0; 13 : tb = 2'd1;
               14 : tb = 2'd0; 15 : tb = 2'd3;
                default: tb = 2'd0;
            endcase
        end
    endfunction
    integer i;
    always @(*) begin
        for (i = 0; i < 16; i = i + 1) begin
            if (len_0_i < 4 && i > (1 << len_0_i) - 1)
                data_0_o[(i<<1) +:2] = 2'b0;
            else if (i==(1 << len_0_i) - 1)
                data_0_o[(i<<1) +:2] = data_0_i[ ((len_0_i<<1)-2) +:2];
            else
                data_0_o[(i<<1) +:2] = tb(i);
        end
        for (i = 0; i < 8; i = i + 1) begin
            if (len_1_i == 0 || i > (1 << len_1_i) - 1)
                data_1_o[(i<<1) +:2] = 2'b0;
            else if(i==(1 << len_1_i) - 1)
                data_1_o[(i<<1) +:2] = data_1_i[((len_1_i<<1)-2) +:2];
            else
                data_1_o[(i<<1) +:2] = ((tb(i) + data_1_i[0 +:2]) > 3) ? 0 : (tb(i) + data_1_i[0 +:2]);
            end
        for (i = 0; i < 4; i = i + 1) begin
            if (len_2_i == 0 || i > (1 << len_2_i) - 1)
                data_2_o[(i<<1) +:2] = 2'b0;
            else if(i==(1 << len_2_i) - 1)
                data_2_o[(i<<1) +:2] = data_2_i[(len_2_i<<1)-2 +:2];
            else
                data_2_o[(i<<1) +:2] = ((tb(i) + data_2_i[0 +:2]) > 3) ? 0 : (tb(i) + data_2_i[0 +:2]);
            end
    end
    always @(*)begin
        for (i = 0; i < 32; i = i + 2) begin
            if(group==1)begin
                data_o[i +:2]=data_0_o[i +:2];
            end else if(group==2)begin
                if(i>=(((1<<len_0_i)-1)<<1) && i<=(((1<<len_0_i)+(1<<len_1_i)-1)<<1))begin
                    data_o[i +:2]=(i==14 || i==(((1<<len_0_i)+(1<<len_1_i)-1)<<1))?3:
                    (i>14)?data_1_o[(i-((1<<len_0_i)<<1)) +:2]:
                    data_1_o[(i-(((1<<len_0_i)-1)<<1))+2 +:2];
                end else begin
                    data_o[i +:2]=data_0_o[i +:2];
                end
            end else if(group==3)begin
                if(i>=(((1<<len_0_i)-1)<<1) && i<(((1<<len_0_i)+(1<<len_1_i)-1)<<1))begin 
                    data_o[i +:2]=(i==14)?3:data_1_o[(i-((1<<len_0_i)<<1)) +:2];
                end else if(i>=(((1<<len_0_i)+(1<<len_1_i)-1)<<1) && i<=(((1<<len_0_i)+(1<<len_1_i)+len_2_i-1)<<1))begin 
                    data_o[i +:2]=(i==(((1<<len_0_i)+(1<<len_1_i)+len_2_i-1)<<1))?3:data_2_o[i-(((1<<len_0_i)+(1<<len_1_i)-1)<<1)+2 +:2];
                end else begin 
                    data_o[i +:2]=data_0_o[i +:2];
                end
            end else begin
                data_o = 32'b0;
            end
        end
    end
endmodule
```
==> notes.md <==
The synthesis and place-and-route flow finished, so here is a summary.

In this run the most critical hold path is launched from group[0]. The first-pass GRT wire length came out at 71,300 µm. Measured on the finished design, the core utilization comes to 0.393. The horizontal die dimension is 172 µm.

Per Yosys stat, the portion of area used by sequential elements is 0. At the end of routability-driven placement, the weighted congestion stood at roughly 1.0. The biggest area contributor in the post-synthesis netlist is ha_1. The number of setup violations in the final report is 0.

Entering global routing, the biggest net connects 30 pins. The total number of sequential cells came out at 0. The timing report attributes the biggest portion of critical-path delay to buffers and inverters. The path class of the lowest-slack min-delay path is primary input to output port. The post-detailed-route count of antenna-violating nets is 0. The terminating pin of the worst hold path is data_o[9]. The post-synth design cell area came out at 8660 µm². The fmax came out at around 110 MHz. Setup repair after global routing could not meet its margin everywhere. The main area contributors are ha_1 (11%), nand2_1 (5.6%), nor2_1 (5.5%).

The sequential cell area in the final layout is 0 µm². The switching power share of the total came out at 0.629. The critical path class is primary input to output port. The area fraction of the dominant cell type after synthesis came out at 0.108. The cell-mix breakdown from Yosys lists the adder-cell area share as 0.127. The fraction of power consumed by combinational cells came out at 1.000. The number of clock buffers in the layout came out at 0.

The overall routed net length is 48,100 µm. The run finished with clean final reports. The warning tally printed by Yosys for this design is 1. The routed via count divided by cell count came out at roughly 6.2. In this run the tool buffered the top-level ports with 59 buffer cells. The signal arrival time at the worst endpoint came out at 7.04 ns. The warning total across the stage logs is 79. In the final layout, the share of cells above drive strength 1 is 0.192. The basic-gate share of the synthesized area counting and, or, nand and nor cells came out at 0.311. In the post-synthesis netlist, the cell with the most instances is nand2_1.

The post-route DRC violation count came out at 0. The number of distinct standard cells referenced by the synthesized netlist came out at between 100 and 150. For this design, Yosys synthesis ends with a cell count of 1,332. The power report puts the net switching power at 0.000683 W. Per the post-run analysis, buffers plus inverters along the critical path come to 9.

Per the synthesis report, the XOR/XNOR share of the synthesized area is 0.0382. Per the final timing report, the hold violations number 0. The max capacitance violation total is 0. The power density relative to cell area came out at 98.3 nW/µm². The internal power came out at 0.000402 W. The mux contribution to synthesized area is 0.0601. A synthesized cell averages about 6.5 µm².

The layout-stage area growth over the synthesis result is 27.6%. The slew of the pin with the lowest slew margin is slightly above 0.9 ns. At the worst endpoint, the required time is 7.20 ns. The worst-case vdd ir drop is 0.0365 mV. The largest fanout on the critical path is 3. The initial antenna violation count is 1. Recorded from the global router log, the overflow total was 0. The standby leakage power is ~4.4 nW.

STA classifies the critical path endpoint as an output port. The global router's overall resource usage came out at 0.333. For this run, the chip area from Yosys synthesis comes to 8660 µm².

Synthesis produced a netlist whose cell count is 1,332. The worst stage delay on the critical path is roughly 0.55 ns. The share of power burned in the clock network is 0. The worst hold slack after final layout came out at 4.66 ns. The chip occupies 29,500 µm².

The number of DRC markers in iteration 0 is 1,124. Among the non-sequential cells, AND-OR/OR-AND gates take the most area. In the synthesized netlist, the cells that appear most often are nand2_1 (130), nor2_1 (126), a21oi_1 (92), o21ai_0 (79), ha_1 (75). Total power for the finished layout comes to 0.00109 W. The overall via count from detail_route is 11,600.

The number of max-slew violations in the final report is 0. The worst path needs slightly below 9 ns of the cycle, external delays included. The complex-gate fraction of the synthesized area is 0.391. For this configuration, the core starts out at a cell density of 0.308. The total area inside the core boundary comes to roughly 28,000 µm². The row count came out at 61. The number of antenna diodes came out at 0. STA classifies the critical path startpoint as a primary input.

The via count of the first global-routing pass came out at 10,900. The post-detailed-placement half-perimeter wirelength came out at 38,800 µm. The die is between 150 and 200 µm tall. The final cycle utilization of the critical path came out at 0.982.

The script logs the mean routed wire length per placed instance as about 26 µm. The top-level I/O count is 59. The count of cells along the worst hold path is 5. The number of detailed-routing iterations run before antenna repair is 5. For this design, the slowest cell found on the critical path is clkdlybuf4s50_1. The share of total power dissipated in sequential elements is 0. The worst-case max-slew headroom was logged as 0.374.
-- cell type report --
| cell class | instances | area [µm²] |
|---|---|---|
| Fill cell | 3035 | 17000 |
| Inverter | 65 | 246 |
| Tap cell | 378 | 473 |
| Multi-Input combinational cell | 1177 | 8320 |
| Timing Repair Buffer | 243 | 2010 |
-- tightest hold or removal path: cells and delay by family --
kind            cells  cell delay (ns)
buf+inv             3             0.76
compound gates      2             0.28
-- power groups by stage --
stage                 registers (W)  logic [W]  clock network [W]
final                             0    0.00109                  0
after global routing              0    0.00115                  0
after CTS                         0    0.00104                  0
-- routing by layer --
metal  wire length, µm  vias up  part of all wire  global-route usage
met5                 0        -                 0                   0
met4              1750        0             0.036               0.108
met3              4380       98             0.091              0.0643
met2             21100      588              0.44               0.519
met1             20800     5564              0.43               0.461
li1                  -     5393                 -                   -
-- layout by cell type, fill, tap and decap left out, types with 7 or more instances in the layout --
cell             instances
buf_4                  179
nand2_1                128
nor2_1                 122
a21oi_1                 91
o21ai_0                 73
ha_1                    70
nand3_1                 58
inv_1                   57
clkdlybuf4s50_1         53
nor3_1                  40
a31oi_1                 35
mux2i_1                 28
xnor2_1                 25
nand2b_1                21
nor2b_1                 19
o211ai_1                19
a211oi_1                19
o22ai_1                 18
and3_1                  16
o21ai_1                 16
nor4_1                  15
o21a_1                  15
o31ai_1                 14
o21bai_1                13
a21o_1                  13
nand4_1                 13
a22oi_1                 12
o221ai_1                11
o211a_1                  9
or3_1                    9
mux2_2                   8
nand3b_1                 8
and2_1                   8
xor2_1                   7
nor3_2                   7
or4_1                    7
a211o_1                  7
o31a_1                   7
o32ai_1                  7
-- per-stage QoR --
| step | std cells | setup WS [ns] | instance area (µm²) | setup TNS (ns) |
|---|---|---|---|---|
| 3_3_place_gp | 1855 | -0.348 | 10700 | -5.18 |
| 3_5_place_dp | 1855 | -0.341 | 10700 | -5.57 |
| 2_1_floorplan | 1332 | 0.436 | 8660 | 0 |
| 5_1_grt | 1863 | -0.0378 | 11000 | -0.0496 |
| 6_report | 1863 | 0.164 | 11000 | 0 |
| 4_1_cts | 1860 | 0.0168 | 10900 | 0 |
-- cells by family (layout without fill, tap and decap cells) --
group / count (synthesis) / in the layout
fa+ha+maj: 83 / 83
buf+inv: 155 / 308
compound gates: 488 / 488
xor+xnor: 36 / 36
mux: 43 / 43
simple gates: 527 / 527
-- worst max path at each step --
| stage | start | slack (ns) | depth (start not counted) | endpoint |
|---|---|---|---|---|
| 6_report | len_1_i[1] | 0.16 | 25 | data_o[31] |
| 5_1_grt | len_1_i[1] | -0.04 | 26 | data_o[7] |
| 4_1_cts | len_1_i[1] | 0.02 | 25 | data_o[19] |
-- timing repair --
item / CTS / global route
gates resized: 39 / 34
buffers inserted: 5 / 3
hold buffers: 0 / 0
pin swaps: 19 / 26
endpoints found under the setup margin: 32 / 30
Power is estimated from default activity; no workload was simulated.
