--- flow/design.v ---
module cb (
    input wire clk,
    input wire reset,
    input wire [64-1:0] idata_0,
    input wire ivalid_0,
    input wire [2 - 1:0] ivch_0,
    input wire [3-1:0] port_0,
    input wire req_0,
    output  [4:0] grt_0,
    input wire [64-1:0] idata_1,
    input wire ivalid_1,
    input wire [2 - 1:0] ivch_1,
    input wire [3-1:0] port_1,
    input wire req_1,
    output [4:0] grt_1,
    input wire [64-1:0] idata_2,
    input wire ivalid_2,
    input wire [2 - 1:0] ivch_2,
    input wire [3-1:0] port_2,
    input wire req_2,
    output [4:0] grt_2,
    input wire [64-1:0] idata_3,
    input wire ivalid_3,
    input wire [2 - 1:0] ivch_3,
    input wire [3-1:0] port_3,
    input wire req_3,
    output [4:0] grt_3,
    input wire [64-1:0] idata_4,
    input wire ivalid_4,
    input wire [2 - 1:0] ivch_4,
    input wire [3-1:0] port_4,
    input wire req_4,
    output [4:0] grt_4,
    output reg [64-1:0] odata_0,
    output reg ovalid_0,
    output reg [2 - 1:0] ovch_0,
    output reg [64-1:0] odata_1,
    output reg ovalid_1,
    output reg [2 - 1:0] ovch_1,
    output reg [64-1:0] odata_2,
    output reg ovalid_2,
    output reg [2 - 1:0] ovch_2,
    output reg [64-1:0] odata_3,
    output reg ovalid_3,
    output reg [2 - 1:0] ovch_3,
    output reg [64-1:0] odata_4,
    output reg ovalid_4,
    output reg [2 - 1:0] ovch_4
);
wire [5-1:0] muxcont_grt0;
wire [5-1:0] muxcont_grt1;
wire [5-1:0] muxcont_grt2;
wire [5-1:0] muxcont_grt3;
wire [5-1:0] muxcont_grt4;
assign  grt_0[0] = muxcont_grt0[0];
assign  grt_0[1] = muxcont_grt1[0];
assign  grt_0[2] = muxcont_grt2[0];
assign  grt_0[3] = muxcont_grt3[0];
assign  grt_0[4] = muxcont_grt4[0];  
assign  grt_1[0] = muxcont_grt0[1];
assign  grt_1[1] = muxcont_grt1[1];
assign  grt_1[2] = muxcont_grt2[1];
assign  grt_1[3] = muxcont_grt3[1];
assign  grt_1[4] = muxcont_grt4[1]; 
assign  grt_2[0] = muxcont_grt0[2];
assign  grt_2[1] = muxcont_grt1[2];
assign  grt_2[2] = muxcont_grt2[2];
assign  grt_2[3] = muxcont_grt3[2];
assign  grt_2[4] = muxcont_grt4[2]; 
assign  grt_3[0] = muxcont_grt0[3];
assign  grt_3[1] = muxcont_grt1[3];
assign  grt_3[2] = muxcont_grt2[3];
assign  grt_3[3] = muxcont_grt3[3];
assign  grt_3[4] = muxcont_grt4[3]; 
assign  grt_4[0] = muxcont_grt0[4];
assign  grt_4[1] = muxcont_grt1[4];
assign  grt_4[2] = muxcont_grt2[4];
assign  grt_4[3] = muxcont_grt3[4];
assign  grt_4[4] = muxcont_grt4[4];
muxcont #(0) muxcont0 (
    .clk(clk),
    .reset(reset),
    .port_0(port_0),
    .req_0(req_0),
    .port_1(port_1),
    .req_1(req_1),
    .port_2(port_2),
    .req_2(req_2),
    .port_3(port_3),
    .req_3(req_3),
    .port_4(port_4),
    .req_4(req_4),
    .grt(muxcont_grt0),
    .sel(muxcont0_to_mux0_sel)
);
muxcont #(1) muxcont1 (
    .clk(clk),
    .reset(reset),
    .port_0(port_0),
    .req_0(req_0),
    .port_1(port_1),
    .req_1(req_1),
    .port_2(port_2),
    .req_2(req_2),
    .port_3(port_3),
    .req_3(req_3),
    .port_4(port_4),
    .req_4(req_4),
    .grt(muxcont_grt1),
    .sel(muxcont1_to_mux1_sel)
);
muxcont #(2) muxcont2 (
    .clk(clk),
    .reset(reset),
    .port_0(port_0),
    .req_0(req_0),
    .port_1(port_1),
    .req_1(req_1),
    .port_2(port_2),
    .req_2(req_2),
    .port_3(port_3),
    .req_3(req_3),
    .port_4(port_4),
    .req_4(req_4),
    .grt(muxcont_grt2),
    .sel(muxcont2_to_mux2_sel)
);
muxcont #(3) muxcont3 (
    .clk(clk),
    .reset(reset),
    .port_0(port_0),
    .req_0(req_0),
    .port_1(port_1),
    .req_1(req_1),
    .port_2(port_2),
    .req_2(req_2),
    .port_3(port_3),
    .req_3(req_3),
    .port_4(port_4),
    .req_4(req_4),
    .grt(muxcont_grt3),
    .sel(muxcont3_to_mux3_sel)
);
muxcont #(4) muxcont4 (
    .clk(clk),
    .reset(reset),
    .port_0(port_0),
    .req_0(req_0),
    .port_1(port_1),
    .req_1(req_1),
    .port_2(port_2),
    .req_2(req_2),
    .port_3(port_3),
    .req_3(req_3),
    .port_4(port_4),
    .req_4(req_4),
    .grt(muxcont_grt4),
    .sel(muxcont4_to_mux4_sel)
);
wire [5-1:0] muxcont0_to_mux0_sel;
mux mux0(
    .idata_0(idata_0),
    .ivalid_0(ivalid_0),
    .ivch_0(ivch_0),
    .idata_1(idata_1),
    .ivalid_1(ivalid_1),
    .ivch_1(ivch_1),
    .idata_2(idata_2),
    .ivalid_2(ivalid_2),
    .ivch_2(ivch_2),
    .idata_3(idata_3),
    .ivalid_3(ivalid_3),
    .ivch_3(ivch_3),
    .idata_4(idata_4),
    .ivalid_4(ivalid_4),
    .ivch_4(ivch_4),
    .sel(muxcont0_to_mux0_sel),
    .odata(odata_0),    
    .ovalid(ovalid_0),
    .ovch(ovch_0)
);
wire [5-1:0] muxcont1_to_mux1_sel;
mux mux1(
    .idata_0(idata_0),
    .ivalid_0(ivalid_0),
    .ivch_0(ivch_0),
    .idata_1(idata_1),
    .ivalid_1(ivalid_1),
    .ivch_1(ivch_1),
    .idata_2(idata_2),
    .ivalid_2(ivalid_2),
    .ivch_2(ivch_2),
    .idata_3(idata_3),
    .ivalid_3(ivalid_3),
    .ivch_3(ivch_3),
    .idata_4(idata_4),
    .ivalid_4(ivalid_4),
    .ivch_4(ivch_4),
    .sel(muxcont1_to_mux1_sel),
    .odata(odata_1),    
    .ovalid(ovalid_1),
    .ovch(ovch_1)
);
wire [5-1:0] muxcont2_to_mux2_sel;
mux mux2(
    .idata_0(idata_0),
    .ivalid_0(ivalid_0),
    .ivch_0(ivch_0),
    .idata_1(idata_1),
    .ivalid_1(ivalid_1),
    .ivch_1(ivch_1),
    .idata_2(idata_2),
    .ivalid_2(ivalid_2),
    .ivch_2(ivch_2),
    .idata_3(idata_3),
    .ivalid_3(ivalid_3),
    .ivch_3(ivch_3),
    .idata_4(idata_4),
    .ivalid_4(ivalid_4),
    .ivch_4(ivch_4),
    .sel(muxcont2_to_mux2_sel),
    .odata(odata_2),    
    .ovalid(ovalid_2),
    .ovch(ovch_2)
);
wire [5-1:0] muxcont3_to_mux3_sel;
mux mux3(
    .idata_0(idata_0),
    .ivalid_0(ivalid_0),
    .ivch_0(ivch_0),
    .idata_1(idata_1),
    .ivalid_1(ivalid_1),
    .ivch_1(ivch_1),
    .idata_2(idata_2),
    .ivalid_2(ivalid_2),
    .ivch_2(ivch_2),
    .idata_3(idata_3),
    .ivalid_3(ivalid_3),
    .ivch_3(ivch_3),
    .idata_4(idata_4),
    .ivalid_4(ivalid_4),
    .ivch_4(ivch_4),
    .sel(muxcont3_to_mux3_sel),
    .odata(odata_3),    
    .ovalid(ovalid_3),
    .ovch(ovch_3)
);
wire [5-1:0] muxcont4_to_mux4_sel;
mux mux4(
    .idata_0(idata_0),
    .ivalid_0(ivalid_0),
    .ivch_0(ivch_0),
    .idata_1(idata_1),
    .ivalid_1(ivalid_1),
    .ivch_1(ivch_1),
    .idata_2(idata_2),
    .ivalid_2(ivalid_2),
    .ivch_2(ivch_2),
    .idata_3(idata_3),
    .ivalid_3(ivalid_3),
    .ivch_3(ivch_3),
    .idata_4(idata_4),
    .ivalid_4(ivalid_4),
    .ivch_4(ivch_4),
    .sel(muxcont4_to_mux4_sel),
    .odata(odata_4),    
    .ovalid(ovalid_4),
    .ovch(ovch_4)
);
endmodule
module mux(
    input wire [64-1:0] idata_0,
    input wire ivalid_0,
    input wire [2 - 1:0] ivch_0,
    input wire [64-1:0] idata_1,
    input wire ivalid_1,
    input wire [2 - 1:0] ivch_1,
    input wire [64-1:0] idata_2,
    input wire ivalid_2,
    input wire [2 - 1:0] ivch_2,
    input wire [64-1:0] idata_3,
    input wire ivalid_3,
    input wire [2 - 1:0] ivch_3,
    input wire [64-1:0] idata_4,
    input wire ivalid_4,
    input wire [2 - 1:0] ivch_4,
    input wire [4:0] sel,
    output reg [64-1:0] odata,
    output reg ovalid,
    output reg [2 - 1:0] ovch
);
    assign odata = 
                    (sel == 5'b00001) ? idata_0 :
                    (sel == 5'b00010) ? idata_1 :
                    (sel == 5'b00100) ? idata_2 :
                    (sel == 5'b01000) ? idata_3 :
                    (sel == 5'b10000) ? idata_4 : 
                    64'b0;
    assign ovalid = 
                    (sel == 5'b00001) ? ivalid_0 : 
                    (sel == 5'b00010) ? ivalid_1 : 
                    (sel == 5'b00100) ? ivalid_2 : 
                    (sel == 5'b01000) ? ivalid_3 : 
                    (sel == 5'b10000) ? ivalid_4 : 
                    1'b0;
    assign ovch = 
                    (sel == 5'b00001) ? ivch_0 : 
                    (sel == 5'b00010) ? ivch_1 : 
                    (sel == 5'b00100) ? ivch_2 : 
                    (sel == 5'b10000) ? ivch_4 : 
                    (sel == 5'b01000) ? ivch_3 : 
                    2'b00;
endmodule
module muxcont #(parameter  PORTID = 0)(
    input wire clk,
    input wire reset,
    input wire [3-1:0] port_0,
    input wire req_0,
    input wire [3-1:0] port_1,
    input wire req_1,
    input wire [3-1:0] port_2,
    input wire req_2,
    input wire [3-1:0] port_3,
    input wire req_3,
    input wire [3-1:0] port_4,
    input wire req_4,
    output reg [5-1:0] grt,
    output [5-1:0] sel
);
reg [5-1:0] last;
wire [5-1:0] hold;
wire [5-1:0] req;
wire [5-1:0] grt0;
wire anyhold;
assign  req[0] = (req_0 == 1) && (port_0 == PORTID);
assign  req[1] = (req_1 == 1) && (port_1 == PORTID);
assign  req[2] = (req_2 == 1) && (port_2 == PORTID);
assign  req[3] = (req_3 == 1) && (port_3 == PORTID);
assign  req[4] = (req_4 == 1) && (port_4 == PORTID);
assign  hold = last & req;
assign  anyhold = |hold;
assign  sel = last;  
always @(posedge clk) begin
    if (reset == 0) begin
        last <= 5'b0;
    end else if (last != grt) begin  
        last <= grt;
    end
end
assign  grt0[0] =                   req[0];
assign  grt0[1] = (req[0]   == 0) & req[1];
assign  grt0[2] = (req[1:0] == 0) & req[2];
assign  grt0[3] = (req[2:0] == 0) & req[3];
assign  grt0[4] = (req[3:0] == 0) & req[4];
assign  grt[0]  = anyhold ? hold[0] : grt0[0]; 
assign  grt[1]  = anyhold ? hold[1] : grt0[1]; 
assign  grt[2]  = anyhold ? hold[2] : grt0[2]; 
assign  grt[3]  = anyhold ? hold[3] : grt0[3]; 
assign  grt[4]  = anyhold ? hold[4] : grt0[4];
endmodule
--- flow/run.sh ---
#!/bin/bash
# OpenROAD 26Q1-2900-gdf79404cd8, Yosys 0.63+post, stock flow scripts
make -C /OpenROAD-flow-scripts/flow DESIGN_CONFIG=/design/flow/config.mk WORK_HOME=/design/flow/orfs finish
--- flow/config.mk ---
export PLATFORM = sky130hd
export DESIGN_NAME = cb
export DESIGN_NICKNAME = cb
export VERILOG_FILES = /design/flow/design.v
export SDC_FILE = /design/flow/constraint.sdc
export NUM_CORES = 4
export LEC_CHECK = 1
export CORE_AREA = 10 10 279 279
export DIE_AREA = 0 0 289 289
--- flow/constraint.sdc ---
current_design cb

set clk_period 6.2
set clk_io_pct 0.2

create_clock -name clk0 -period $clk_period [get_ports {clk}]

set non_clock_inputs [all_inputs -no_clocks]
set_input_delay [expr $clk_period * $clk_io_pct] -clock clk0 $non_clock_inputs
set_output_delay [expr $clk_period * $clk_io_pct] -clock clk0 [all_outputs]
==> impl_metrics.toml <==
# physical design summary
[run_status]
status = "completed"

[floorplan]
fp-row-count = 98
die_w_um = 289
die_area_sq_mm = 0.0835
fp_util_pct = 13.8
ios = 717
die-height_um = 289
coreArea_sq_mm = 0.0716

[clock_tree]
insertion_delay_ns = 0.27
cts_hold_buf = 0
cts_tree = "built"
cts.sinks = 25
root_buffer = "clkbuf_16"
numCtsBuffers = 3
postCtsSetupBuffers = 0
cts-resized-gates = 0
clockBufferDepth = 2
htreeDepth = 1
cts.clk_slew.worst_paths_ns = 0.07

[pwr]
seqPwrFrac_pct = 11.7
powerDensity_mw_per_mm2 = 82.4
p_leak_nw = 6.73
total_power_w = 0.00149
p_switching_w = 0.000627
switching_share_pct = 41.9
ir_drop_uv = 88.5
p_comb_share_pct = 77.9
p_int_w = 0.000868
pwr-share-clk_pct = 10.4

[sta]
timing.final.crit_share_pct = 76.8
setup-violations-final = 0
worst_pin_slew_ns = 0.794
rsz0062_at_grt = "no"
slew_headroom_pct = 46.3
fin_ws_ns = 1.44
slew_violations = 0
period_needed_ns = 4.76
skew_ns = 0.00307
max_freq_mhz = 210
final.setup.tns_ns = 0
hold_viol_final = 0

[logic_synthesis]
synthTopCellsByArea = "a222oi_1 (33%), a22oi_1 (26%), nand2_1 (13%), dfxtp_1 (5.1%), clkbuf_1 (4.6%)"
yosysMostFrequentCell = "a22oi_1"
ys_seq_share_pct = 5.07
ys_async_sr_fraction_pct = 0
top_area_share_pct = 33.5
ys_chip_area_sq_mm = 0.00987
yosysWarnings = 33
synth_cell_type_count = 53
top_area_cell = "a222oi_1"
syn_area_sq_mm = 0.00987
ys_cells = 1441
top_cells_by_count = "a22oi_1 (345), nand2_1 (342), a222oi_1 (330), clkbuf_1 (121), buf_2 (45)"
flop_cell = "dfxtp_1"
ys_ff = 25
synth_cells = 1441
edf_count = 0
synth.avg_cell_area_sq_um = 6.85

[setup_path]
critPathRequiredTime_ns = 4.96
cp_common_cell = "clkdlybuf4s50_1"
crit_chain = "clkdlybuf4s50_1 -> and4b_4 -> a22o_1 -> nor3_1 -> a41oi_1 -> nor2_1 -> clkdlybuf4s50_1"
critPathArrivalTime_ns = 3.52
worstSetupStartpointType = "primary input"
slowest_delay_ns = 0.59
endpoint_kind = "primary output"
crit_slowest_cell = "clkdlybuf4s50_1"
path_class = "in2out"
critPathMaxFanout = 9

[drt]
drt_iter0_drc = 3804
antenna_left = 0
wl_per_cell_um = 31.8
drc_errors = 0
first_pass_iters = 14
vias_per_cell = 6.18
num_vias = 18400
wirelength_mm = 94.6

[min_path]
min_path_type = "reg2reg"

[place]
place_area_sq_mm = 0.0180
dp_hpwl_mm = 65.1
preCtsSetupSlack_ns = 1.46
place_inst = 2970
numPortBuffers = 716
gp_congestion = 0.970

[job]
drv_cap = 0
warnings = 25

[finish]
final_area_sq_mm = 0.0181
drive_above_1_share_pct = 4.35
final_cells = 2979
syn2layout_area_growth_pct = 83.6

[global_route]
grt_max_degree = 68
grt_pass1_wl_mm = 129
grt-ovfl-total = 0
antenna_found_initial = 7
grt_pass1_vias = 17800
grt_usage_pct = 20.8
## per-stage QoR
step / util, % / hold WS (ns)
after floorplan: - / 0.536
after global routing: 25.3 / 0.689
after global placement: 25.2 / 0.654
after CTS: 25.3 / 0.665
after detailed placement: 25.2 / 0.645
final: 25.3 / 0.669
## per-layer routing
metal | GRT usage [%] | vias to the layer above | wire, um
met5 | 0 | - | 23
met4 | 9.94 | 4 | 4820
met3 | 6.85 | 338 | 13800
met2 | 32.8 | 1851 | 42600
met1 | 25.2 | 8636 | 33400
li1 | - | 7568 | -
## sequential cells by signal, summed over array words and instances (netlist names)
register       flops
muxcont3.last      5
muxcont0.last      5
muxcont1.last      5
muxcont2.last      5
muxcont4.last      5
## power groups by stage
| stage | clock (W) | combinational [W] | sequential, W |
|---|---|---|---|
| after CTS | 0.000158 | 0.00114 | 0.000175 |
| after global routing | 0.000164 | 0.00122 | 0.000176 |
| final | 0.000155 | 0.00116 | 0.000175 |
## kinds of logic after synthesis
family	synth area share [%]
AOI/OAI and AO/OA	63.6
and+or+nand+nor	23.1
buffers and inverters	7.91
DFF	5.07
muxes	0.228
## placed cells by master (no fill, tap or decap), drive strengths merged, types with 10 or more instances in the layout
cell	netlist	routed
nor3	27	27
nor2	33	33
or3	10	10
a31oi	14	14
nor3b	12	12
a21oi	12	12
and2	10	10
nand2	342	342
a222oi	330	330
a22oi	345	345
dfxtp	25	25
buf	62	46
inv	10	11
clkdlybuf4s50	0	716
## final cells by class
type	instances	area, sq um
Timing Repair Buffer	762	7560
Multi-Input combinational cell	1223	8740
Tap cell	950	1190
Clock buffer	3	75.1
Fill cell	7845	53500
Sequential cell	25	500
Inverter	10	37.5
Clock inverter	1	8.76
Antenna cell	5	12.5
## final timing paths
kind | slack, ns | depth (start not counted) | end | startpoint
worst min-delay path | 0.67 | 2 | muxcont2.last[2]$_SDFFE_PN0P_ | muxcont2.last[2]$_SDFFE_PN0P_
worst max-delay path | 1.44 | 7 | grt_4[3] | port_1[2]
worst max register to register | 4.39 | 5 | muxcont2.last[1]$_SDFFE_PN0P_ | muxcont2.last[4]$_SDFFE_PN0P_
worst min register to register | 0.67 | 2 | muxcont2.last[2]$_SDFFE_PN0P_ | muxcont2.last[2]$_SDFFE_PN0P_
## worst max-delay path: cells and delay by family
kind | cells | cell delay, ns
buffers and inverters | 2 | 1.10
AOI/OAI and AO/OA | 2 | 0.46
and+or+nand+nor | 3 | 0.72
Power is estimated from default activity; no workload was simulated.
