==> design/flow/constraint.sdc <==
current_design fifo

set clk_period 11.5
set clk_io_pct 0.2

create_clock -name clk0 -period $clk_period [get_ports {clk}]

set non_clock_inputs [all_inputs -no_clocks]
set_input_delay [expr $clk_period * $clk_io_pct] -clock clk0 $non_clock_inputs
set_output_delay [expr $clk_period * $clk_io_pct] -clock clk0 [all_outputs]
==> design/flow/run.sh <==
#!/bin/bash
# OpenROAD 26Q1-2900-gdf79404cd8, Yosys 0.63+post, stock flow scripts
make -C /OpenROAD-flow-scripts/flow DESIGN_CONFIG=/design/flow/config.mk WORK_HOME=/design/flow/orfs finish
==> design/flow/config.mk <==
export PLATFORM = sky130hd
export DESIGN_NAME = fifo
export DESIGN_NICKNAME = fifo
export VERILOG_FILES = /design/flow/design.v
export SDC_FILE = /design/flow/constraint.sdc
export NUM_CORES = 4
export LEC_CHECK = 1
export CORE_UTILIZATION = 40
==> design/flow/design.v <==
module fifo (
    input wire clk,
    input wire reset,
    input wire [64-1:0] idata,
    input wire wr_en,
    input wire rd_en,
    output reg ordy,
    output reg [64-1:0] odata
);
    integer  i;
    reg [64-1:0] ram [0:4];
    reg [2:0] wr_addr, rd_addr;
    reg [3:0] data_count;
    wire full,empty,set;
    assign full = (data_count == 5);
    assign empty = (data_count == 0);
    assign set = (~full | rd_en) & wr_en;  
    always @(posedge clk) begin
        if(reset == 0)begin
            rd_addr <= 0;
            wr_addr <= 0;
        end 
        if (set) begin
            if (wr_addr == 4) begin 
                wr_addr <= 0;
            end else begin
                wr_addr <= wr_addr + 1;
            end
        end 
        if (rd_en & ~empty) begin  
            if (rd_addr == 4) begin
                rd_addr <= 0;
            end else begin
                rd_addr <= rd_addr + 1;
            end
        end
    end
    always @(posedge clk) begin
        if (reset == 0) begin
            data_count <= 0;
        end else if (~full & wr_en & ~(rd_en & ~empty))begin
            data_count <= data_count + 1;
        end else if (~empty & rd_en & ~wr_en)begin
            data_count <= data_count - 1;
        end
    end
    assign ordy = ((5 - data_count) < 5) ? 1'b0 : 1'b1;
    assign odata = empty ? 64'b0 : ram[rd_addr];
    always @(posedge clk) begin
        if (reset == 0) begin
            for (i = 0; i < 5; i++) begin
                ram[i] <= 0;
            end
        end else if (set) begin
            ram[wr_addr] <= idata;
        end
    end
endmodule
==> flow_summary_export.csv <==
group,metric,value,unit
die,die_w,238,um
synthesis,synth_area_per_cell,16.7,sq um
finish,drive_above_1_share,16.5,%
pwr,peakVddDrop,0.000110,V
detailed_routing,drt_iter0_drc,532,
sta,worst_slew_margin_rel,41.2,%
clocking,clk_latency,0.59,ns
sta,tns,0,ns
global_route,grt_pass1_vias,13100,
critical_path,cp-end-kind,"primary output",
placement,io_buffer_count,132,
pwr,p_int,0.00386,W
pwr,p_switching,0.00145,W
die,pin_count,133,
critical_path,criticalPathCategory,"reg -> out",
critical_path,r2r_cells,7,
detailed_routing,detail_route.wl_per_cell,22.7,um
flow_run,max-cap-violations,0,
synthesis,topCombFamilyByArea,"multiplexers",
clocking,cts_resized,0,
die,fp.dieH,238,um
run_status,status,"finished clean",
finish,syn_to_final_growth,16.6,%
synthesis,top_cell_area_share,69.6,%
global_route,grt_max_degree,65,
placement,hpwl,27.9,mm
critical_path,worstPathCellList,"buf_4 -> buf_4 -> mux4_2 -> mux2i_1 -> nor2_1 -> clkdlybuf4s50_1",
sta,rsz0062_at_grt,"no",
critical_path,crit_path_start_kind,"flop",
pwr,p_comb_share,25.3,%
sta,setup_viol,0,
clocking,cts_hold_buf,0,
clocking,cts_tree,"yes",
min_path,hold-path-cell-count,1,
clocking,clockBufferDepth,3,
synthesis,simple_gate_area_share,10.0,%
sta,min_period,6.43,ns
global_route,gr-total-overflow,0,
synthesis,ys_chip_area,22400,sq um
sta,finalHoldViolations,0,
pwr,clkPwrFrac,30.5,%
die,rows,86,
synthesis,synthTopCellsByArea,"edfxtp_1 (70%), mux4_2 (13%), nor2_1 (4.4%)",
critical_path,rrSetupSlack,7.85,ns
clocking,numCtsBuffers,54,
sta,finalMaxSlewViolations,0,
critical_path,slowest_delay,0.78,ns
pwr,p_sw_share,27.3,%
detailed_routing,wl,51.3,mm
synthesis,netlist_area,22400,sq um
detailed_routing,firstDrtPassIters,4,
sta,finalClockSkew,0.0138,ns
clocking,cts_sinks,525,
global_route,grt_pass1_wl,78.3,mm
clocking,clockRootBuffer,"clkbuf_16",
synthesis,ys_warn_count,3,
placement,gp_congestion,0.777,
detailed_routing,post_drt_via_cell_ratio,5.23,
pwr,power_density,204,nW/um^2
synthesis,synth_compound_gate_area_share,0.890,%
synthesis,synth_stat.cells,1341,
die,coreArea,55200,sq um
min_path,hp-start,"rd_addr[2]$_DFFE_PN_",
die,die_area,56800,sq um
synthesis,synth_cell_types,44,
critical_path,arrival,4.13,ns
synthesis,ys_seq_elements,525,
finish,final_util,47.2,%
pwr,power,0.00531,W
critical_path,path_max_fanout,33,
synthesis,syn-instance-count,1341,
clocking,cts_setup_buffers,0,
global_route,track_usage,20.5,%
pwr,leakage,8.74,nW
detailed_routing,via_count,11800,
critical_path,path_common_cell,"buf_4",
critical_path,r2r-end,"ram[2][10]$_SDFFCE_PN0P_",
clocking,cts_max_level,2,
clocking,cts.clk_slew.worst_paths,0.06,ns
detailed_routing,ant_nets,0,
synthesis,top_area_cell,"edfxtp_1",
sta,worst_pin_slew,0.882,ns
flow_run,tool_warnings,28,
die,fp_util,40.5,%
synthesis,ys_seq_share,70.2,%
global_route,antenna_found_initial,6,
min_path,hold_path_class,"reg -> reg",
pwr,power_frac_seq,44.2,%
sta,fmax,0.156,GHz
synthesis,ys_sh_mux,15.9,%
critical_path,slowest_stage,"dfxtp_4",
sta,fin_crit_sh,55.9,%
critical_path,reg2reg_from,"data_count[1]$_SDFFE_PN0P_",
synthesis,ys_sh_adder,0.537,%
critical_path,worstPathRequired,9.20,ns
synthesis,synth_xor_xnor_area_share,0.0392,%
detailed_routing,drc,0,
-- cell families after synthesis --
family,Yosys count
xor+xnor,1
buf+inv,98
mux,196
flops,525
simple gates,489
fa+ha+maj,9
compound gates,23
-- worst max-delay path by stage --
stage / endpoint / depth (start not counted)
after CTS: odata[18] / 6
after global routing: odata[36] / 6
final: odata[18] / 6
-- layout make-up --
cell class	instances	area, sq um
repair buffers	161	1540
fillers	4531	29100
flip-flops and latches	525	15700
clock buffers	70	1430
multi-input cells	718	6220
clock inverters	29	181
inverters	8	30.0
diodes	1	2.50
well taps	748	936
-- metal layers --
metal	vias up	share of wire [%]	GRT usage, %	wire length (um)
met1	5795	38	28.7	19300
met5	-	0.099	0	51
met3	72	14	13.4	7240
met4	8	1.7	2.95	892
met2	626	46	29.4	23800
li1	5308	-	-	-
-- cell usage in the layout, fill, tap and decap left out, drive strengths merged, types with 2 or more instances in the layout --
cell           count
edfxtp           518
nor2             263
clkdlybuf4s50    132
and2             130
mux4             128
nand2             76
clkbuf            70
mux2i             68
buf               29
clkinv            26
inv                9
ha                 8
dfxtp              7
nand2b             5
a21oi              4
o21ai              4
nor2b              3
nor3               3
o31ai              2
nand3              2
o22ai              2
or3                2
bufinv             2
-- Yosys cell counts, drive strengths merged --
cell type / instances
or3: 2
o221ai: 1
nor4: 1
a2111oi: 1
ha: 8
a21oi: 4
inv: 8
nand2: 76
nor3b: 1
mux4: 128
nor3: 3
a311o: 1
clkbuf: 36
o2bb2a: 1
o2bb2ai: 1
o21ai: 4
nand4: 1
edfxtp: 518
nand3: 2
a31oi: 1
o211ai: 1
nand3b: 1
o31ai: 2
dfxtp: 7
a211oi: 1
nor2b: 3
mux2i: 68
fa: 1
o21bai: 1
nor2: 263
and2: 130
buf: 54
nand4bb: 1
nand2b: 5
xor2: 1
o22ai: 2
o41ai: 1
a21o: 1
-- power by group through the flow --
| stage | clock network (W) | logic [W] | registers [W] |
|---|---|---|---|
| global route | 0.00173 | 0.00147 | 0.00237 |
| finish | 0.00162 | 0.00134 | 0.00235 |
| CTS | 0.00166 | 0.00138 | 0.00235 |
-- registers in the layout, indices dropped and copies added, names as in the netlist, named ones only --
name        flops
data_count      4
rd_addr         3
ram           512
wr_addr         3
-- critical path, delay by kind of cell, from the launching register on --
kind                   cells  cell delay (ns)
and+or+nand+nor            1             0.06
buffers and inverters      3             1.80
muxes                      2             0.84
DFF                        1             0.78
-- per-stage QoR --
stage / worst slack, ns / instance area, sq um / hold slack (ns) / std cells
after floorplan: 3.27 / 22400 / 0.489 / 1341
after global placement: 5.52 / 24400 / 0.529 / 2160
after detailed placement: 5.51 / 24400 / 0.525 / 2160
after CTS: 4.87 / 26100 / 0.541 / 2259
after global routing: 4.65 / 26100 / 0.555 / 2259
final: 5.07 / 26100 / 0.532 / 2260
Power and IR drop assume default switching activity.
